$ cat /design/flow/run.sh
#!/bin/bash
# OpenROAD 26Q1-2900-gdf79404cd8, Yosys 0.63+post, stock flow scripts
make -C /OpenROAD-flow-scripts/flow DESIGN_CONFIG=/design/flow/config.mk WORK_HOME=/design/flow/orfs finish
$ cat /design/flow/config.mk
export PLATFORM = sky130hd
export DESIGN_NAME = bfu_v0
export DESIGN_NICKNAME = bfu_v0
export VERILOG_FILES = /design/flow/design.v
export SDC_FILE = /design/flow/constraint.sdc
export NUM_CORES = 4
export LEC_CHECK = 1
export CORE_UTILIZATION = 30
$ cat /design/flow/constraint.sdc
current_design bfu_v0

set clk_period 10.0
set clk_io_pct 0.2

create_clock -name clk0 -period $clk_period [get_ports {clk}]

set non_clock_inputs [all_inputs -no_clocks]
set_input_delay [expr $clk_period * $clk_io_pct] -clock clk0 $non_clock_inputs
set_output_delay [expr $clk_period * $clk_io_pct] -clock clk0 [all_outputs]
$ cat /design/flow/design.v
module bfu_v0(
	input	clk,
	input	rstn,
	input	[14-1:0]in1,
	input	[14-1:0]in2,
	input	[14-1:0]gamma,	 
	input	[1:0]op,
	input	[14-1:0]p,
	input	[14-1:0]_p,
	input	[14-1:0]mu,		 
	output	[14-1:0]out1,
	output	[14-1:0]out2
);
wire	[14-1:0]ma1_out;
wire	[14-1:0]mux_ma1;
mod_add ma1(.in1(in1), .in2(in2), ._p(_p), .out(ma1_out));
assign	mux_ma1=op[0]?ma1_out:in1;
wire	[14-1:0]mux_ma1_Q;
wire	[14-1:0]mux_ma1_QQ;
wire	[14-1:0]mux_ma1_QQQ;
wire	[14-1:0]mux_ma1_QQQQ;
wire	[14-1:0]mux_ma1_QQQQQ;
wire	[14-1:0]mux_ma1_QQQQQQ;
wire	[14-1:0]mux_ma1_QQQQQQQ;
wire	[14-1:0]mux_ma1_QQQQQQQQ;
DFF #(.datawidth(14)) dff_muxma1_1(.clk(clk), .rstn(rstn), .D(mux_ma1), .Q(mux_ma1_Q));
DFF #(.datawidth(14)) dff_muxma1_2(.clk(clk), .rstn(rstn), .D(mux_ma1_Q), .Q(mux_ma1_QQ));
DFF #(.datawidth(14)) dff_muxma1_3(.clk(clk), .rstn(rstn), .D(mux_ma1_QQ), .Q(mux_ma1_QQQ));
DFF #(.datawidth(14)) dff_muxma1_4(.clk(clk), .rstn(rstn), .D(mux_ma1_QQQ), .Q(mux_ma1_QQQQ));
DFF #(.datawidth(14)) dff_muxma1_5(.clk(clk), .rstn(rstn), .D(mux_ma1_QQQQ), .Q(mux_ma1_QQQQQ));
DFF #(.datawidth(14)) dff_muxma1_6(.clk(clk), .rstn(rstn), .D(mux_ma1_QQQQQ), .Q(mux_ma1_QQQQQQ));
DFF #(.datawidth(14)) dff_muxma1_7(.clk(clk), .rstn(rstn), .D(mux_ma1_QQQQQQ), .Q(mux_ma1_QQQQQQQ));
DFF #(.datawidth(14)) dff_muxma1_8(.clk(clk), .rstn(rstn), .D(mux_ma1_QQQQQQQ), .Q(mux_ma1_QQQQQQQQ));
wire	[14-1:0]ms1_out;
wire	[14-1:0]mux_ms1;
mod_sub ms1(.in1(in2), .in2(in1), .p(p), .out(ms1_out));
assign	mux_ms1=op[1]?in2:(op[0]?ms1_out:in2);
wire	[14-1:0]mux_ms1_Q;
DFF #(.datawidth(14)) dff_muxms1_1(.clk(clk), .rstn(rstn), .D(mux_ms1), .Q(mux_ms1_Q));
wire	[14-1:0]mux_mm1;
assign	mux_mm1=op[1]?in1:(op[0]?gamma:gamma);
wire	[14-1:0]mux_mm1_Q;
DFF #(.datawidth(14)) dff_muxmm1_1(.clk(clk), .rstn(rstn), .D(mux_mm1), .Q(mux_mm1_Q));
wire	[14-1:0]mm1_out;
km_mm	mm1(.clk(clk), .rstn(rstn), .in1(mux_ms1_Q), .in2(mux_mm1_Q), .mu(mu), .p(p), ._p(_p), .out(mm1_out));
wire	[14-1:0]mm1_out_Q;
DFF #(.datawidth(14)) dff_mm1out_1(.clk(clk), .rstn(rstn), .D(mm1_out), .Q(mm1_out_Q));
wire	[1:0]op_Q;
wire	[1:0]op_QQ;
wire	[1:0]op_QQQ;
wire	[1:0]op_QQQQ;
wire	[1:0]op_QQQQQ;
wire	[1:0]op_QQQQQQ;
wire	[1:0]op_QQQQQQQ;
wire	[1:0]op_QQQQQQQQ;
DFF #(.datawidth(2)) dff_op1(.clk(clk), .rstn(rstn), .D(op), .Q(op_Q));
DFF #(.datawidth(2)) dff_op2(.clk(clk), .rstn(rstn), .D(op_Q), .Q(op_QQ));
DFF #(.datawidth(2)) dff_op3(.clk(clk), .rstn(rstn), .D(op_QQ), .Q(op_QQQ));
DFF #(.datawidth(2)) dff_op4(.clk(clk), .rstn(rstn), .D(op_QQQ), .Q(op_QQQQ));
DFF #(.datawidth(2)) dff_op5(.clk(clk), .rstn(rstn), .D(op_QQQQ), .Q(op_QQQQQ));
DFF #(.datawidth(2)) dff_op6(.clk(clk), .rstn(rstn), .D(op_QQQQQ), .Q(op_QQQQQQ));
DFF #(.datawidth(2)) dff_op7(.clk(clk), .rstn(rstn), .D(op_QQQQQQ), .Q(op_QQQQQQQ));
DFF #(.datawidth(2)) dff_op8(.clk(clk), .rstn(rstn), .D(op_QQQQQQQ), .Q(op_QQQQQQQQ));
wire	[14-1:0]ma2_out;
wire	[14-1:0]_p_Q;
wire	[14-1:0]_p_QQ;
wire	[14-1:0]_p_QQQ;
wire	[14-1:0]_p_QQQQ;
wire	[14-1:0]_p_QQQQQ;
wire	[14-1:0]_p_QQQQQQ;
wire	[14-1:0]_p_QQQQQQQ;
wire	[14-1:0]_p_QQQQQQQQ;
DFF #(.datawidth(14)) dff__p1(.clk(clk), .rstn(rstn), .D(_p), .Q(_p_Q));
DFF #(.datawidth(14)) dff__p2(.clk(clk), .rstn(rstn), .D(_p_Q), .Q(_p_QQ));
DFF #(.datawidth(14)) dff__p3(.clk(clk), .rstn(rstn), .D(_p_QQ), .Q(_p_QQQ));
DFF #(.datawidth(14)) dff__p4(.clk(clk), .rstn(rstn), .D(_p_QQQ), .Q(_p_QQQQ));
DFF #(.datawidth(14)) dff__p5(.clk(clk), .rstn(rstn), .D(_p_QQQQ), .Q(_p_QQQQQ));
DFF #(.datawidth(14)) dff__p6(.clk(clk), .rstn(rstn), .D(_p_QQQQQ), .Q(_p_QQQQQQ));
DFF #(.datawidth(14)) dff__p7(.clk(clk), .rstn(rstn), .D(_p_QQQQQQ), .Q(_p_QQQQQQQ));
DFF #(.datawidth(14)) dff__p8(.clk(clk), .rstn(rstn), .D(_p_QQQQQQQ), .Q(_p_QQQQQQQQ));
mod_add ma2(.in1(mux_ma1_QQQQQQQQ), .in2(mm1_out_Q), ._p(_p_QQQQQQQQ), .out(ma2_out));
assign	out1=op_QQQQQQQQ[1]?mm1_out_Q:(op_QQQQQQQQ[0]?mux_ma1_QQQQQQQQ:ma2_out);
wire	[14-1:0]ms2_out;
wire	[14-1:0]p_Q;
wire	[14-1:0]p_QQ;
wire	[14-1:0]p_QQQ;
wire	[14-1:0]p_QQQQ;
wire	[14-1:0]p_QQQQQ;
wire	[14-1:0]p_QQQQQQ;
wire	[14-1:0]p_QQQQQQQ;
wire	[14-1:0]p_QQQQQQQQ;
DFF #(.datawidth(14)) dff_p1(.clk(clk), .rstn(rstn), .D(p), .Q(p_Q));
DFF #(.datawidth(14)) dff_p2(.clk(clk), .rstn(rstn), .D(p_Q), .Q(p_QQ));
DFF #(.datawidth(14)) dff_p3(.clk(clk), .rstn(rstn), .D(p_QQ), .Q(p_QQQ));
DFF #(.datawidth(14)) dff_p4(.clk(clk), .rstn(rstn), .D(p_QQQ), .Q(p_QQQQ));
DFF #(.datawidth(14)) dff_p5(.clk(clk), .rstn(rstn), .D(p_QQQQ), .Q(p_QQQQQ));
DFF #(.datawidth(14)) dff_p6(.clk(clk), .rstn(rstn), .D(p_QQQQQ), .Q(p_QQQQQQ));
DFF #(.datawidth(14)) dff_p7(.clk(clk), .rstn(rstn), .D(p_QQQQQQ), .Q(p_QQQQQQQ));
DFF #(.datawidth(14)) dff_p8(.clk(clk), .rstn(rstn), .D(p_QQQQQQQ), .Q(p_QQQQQQQQ));
mod_sub ms2(.in1(mux_ma1_QQQQQQQQ), .in2(mm1_out_Q), .p(p_QQQQQQQQ), .out(ms2_out));
assign	out2=op_QQQQQQQQ[1]?'d0:(op_QQQQQQQQ[0]?mm1_out_Q:ms2_out);
endmodule
module	DFF(
	clk,
	rstn,
	D,
	Q
);
parameter	datawidth=14;
input	wire	clk;
input	wire	rstn;
input	wire[datawidth-1:0]	D;
output	reg[datawidth-1:0]	Q;
always@(posedge clk or negedge rstn)
begin
	if(~rstn)	Q<='d0;
	else	Q<=D;
end
endmodule
module posedge_detection (
   input  clk,
   input  rstn,
   input  in,
   output out
);
reg r_data_in0;
reg r_data_in1;
assign out = ~r_data_in0 & r_data_in1;
always@(posedge clk or negedge rstn)
begin
	if (!rstn)
	begin
		r_data_in0 <= 0;
		r_data_in1 <= 0;
	end
	else
	begin
		r_data_in0 <= r_data_in1;
		r_data_in1 <= in;
	end
end
endmodule
module shift_9 #(parameter data_width = 14)(
    input [data_width-1:0] din,
	input rstn,clk,
	output wire [data_width-1:0] dout
	);
	reg [data_width-1:0] t0,t1,t2,t3,t4,t5,t6;
	reg [data_width-1:0] t7,t8;
	always@(posedge clk or negedge rstn)
	begin
	  if(~rstn) begin
	    t0 <= 0; t1 <= 0; t2 <= 0; t3 <= 0; t4 <= 0;
	    t5 <= 0; t6 <= 0; t7 <= 0; t8 <= 0;end
	  else begin
	    t0 <= din;
	    t1 <= t0; t2 <= t1; t3 <= t2; t4 <= t3;
	    t5 <= t4; t6 <= t5; t7 <= t6; t8 <= t7;
	  end
	end
	assign dout = t8;
endmodule
module km_mm(
	input	clk,
	input	rstn,
	input	[14-1:0]in1,
	input	[14-1:0]in2,
	input	[14-1:0]mu,
	input	[14-1:0]p,
	input	[14-1:0]_p,
	output	[14-1:0]out
);
wire	[14-1:0]	mu_Q;
wire	[14-1:0]	mu_QQ;
DFF #(.datawidth(14)) dff_mu1(.clk(clk), .rstn(rstn), .D(mu), .Q(mu_Q));
DFF #(.datawidth(14)) dff_mu2(.clk(clk), .rstn(rstn), .D(mu_Q), .Q(mu_QQ));
wire	[14-1:0]	p_Q;
wire	[14-1:0]	p_QQ;
wire	[14-1:0]	p_QQQ;
wire	[14-1:0]	p_QQQQ;
DFF #(.datawidth(14)) dff_p1(.clk(clk), .rstn(rstn), .D(p), .Q(p_Q));
DFF #(.datawidth(14)) dff_p2(.clk(clk), .rstn(rstn), .D(p_Q), .Q(p_QQ));
DFF #(.datawidth(14)) dff_p3(.clk(clk), .rstn(rstn), .D(p_QQ), .Q(p_QQQ));
DFF #(.datawidth(14)) dff_p4(.clk(clk), .rstn(rstn), .D(p_QQQ), .Q(p_QQQQ));
wire	[14-1:0]	_p_Q;
wire	[14-1:0]	_p_QQ;
wire	[14-1:0]	_p_QQQ;
wire	[14-1:0]	_p_QQQQ;
wire	[14-1:0]	_p_QQQQQ;
wire	[14-1:0]	_p_QQQQQQ;
DFF #(.datawidth(14)) dff__p1(.clk(clk), .rstn(rstn), .D(_p), .Q(_p_Q));
DFF #(.datawidth(14)) dff__p2(.clk(clk), .rstn(rstn), .D(_p_Q), .Q(_p_QQ));
DFF #(.datawidth(14)) dff__p3(.clk(clk), .rstn(rstn), .D(_p_QQ), .Q(_p_QQQ));
DFF #(.datawidth(14)) dff__p4(.clk(clk), .rstn(rstn), .D(_p_QQQ), .Q(_p_QQQQ));
DFF #(.datawidth(14)) dff__p5(.clk(clk), .rstn(rstn), .D(_p_QQQQ), .Q(_p_QQQQQ));
DFF #(.datawidth(14)) dff__p6(.clk(clk), .rstn(rstn), .D(_p_QQQQQ), .Q(_p_QQQQQQ));
wire	[14-1:0]	T_L;
wire	[14-1:0]	T_H_D;
wire	[14-1:0]	T_H_Q;
wire	[14-1:0]	T_H_QQ;
wire	[14-1:0]	T_H_QQQ;
wire	[14-1:0]	T_H_QQQQ;
DFF #(.datawidth(14)) dff_T_H1(.clk(clk), .rstn(rstn), .D(T_H_D), .Q(T_H_Q));
DFF #(.datawidth(14)) dff_T_H2(.clk(clk), .rstn(rstn), .D(T_H_Q), .Q(T_H_QQ));
DFF #(.datawidth(14)) dff_T_H3(.clk(clk), .rstn(rstn), .D(T_H_QQ), .Q(T_H_QQQ));
DFF #(.datawidth(14)) dff_T_H4(.clk(clk), .rstn(rstn), .D(T_H_QQQ), .Q(T_H_QQQQ));
wire	[14-1:0]	c;
wire	[14-1:0]	tmp;
wire	carry_D;
wire	carry_Q;
wire	carry_QQ;
wire	carry_QQQ;
wire	carry_QQQQ;
assign	carry_D=(|T_L);
DFF #(.datawidth(14)) dff_carry1(.clk(clk), .rstn(rstn), .D(carry_D), .Q(carry_Q));
DFF #(.datawidth(14)) dff_carry2(.clk(clk), .rstn(rstn), .D(carry_Q), .Q(carry_QQ));
DFF #(.datawidth(14)) dff_carry3(.clk(clk), .rstn(rstn), .D(carry_QQ), .Q(carry_QQQ));DFF #(.datawidth(14)) dff_carry4(.clk(clk), .rstn(rstn), .D(carry_QQQ), .Q(carry_QQQQ));
old_km old_km1(
	.clk(clk),
	.rstn(rstn),
	.in1(in1),
	.in2(in2),
	.out_L(T_L),
	.out_H(T_H_D)
);
old_km old_km2(
	.clk(clk),
	.rstn(rstn),
	.in1(T_L),
	.in2(mu_QQ),
	.out_L(c),
	.out_H()
);
old_km old_km3(
	.clk(clk),
	.rstn(rstn),
	.in1(c),
	.in2(p_QQQQ),
	.out_L(),
	.out_H(tmp)
);
mod_add ma(
	.in1(T_H_QQQQ+carry_QQQQ),
	.in2(tmp),
	._p(_p_QQQQQQ),
	.out(out)
);
endmodule
module mod_add(
	in1,
	in2,
	_p,
	out
);
input	wire	[14-1:0]	in1;
input	wire	[14-1:0]	in2;
input	wire	[14-1:0]	_p;
output	wire	[14-1:0]	out;
wire	[14:0]	s1;
assign 	s1={1'b0,in1}+{1'b0,in2};
wire	[14:0]	s2;
assign	s2=s1+{1'b0,_p};
assign	out=s2[14]?s2[0+:14]:s1[0+:14];
endmodule
module mod_sub(
	in1,
	in2,
	p,
	out
);
input	wire	[14-1:0]	in1;
input	wire	[14-1:0]	in2;
input	wire	[14-1:0]	p;
output	wire	[14-1:0]	out;
wire	[14:0]	s1;
assign	s1={1'b0,in1}-{1'b0,in2};
wire	[14:0]	s2;
assign	s2={1'b0,p}+s1;
assign	out=s1[14]?s2[0+:14]:s1[0+:14];
endmodule
module old_km(
	input	clk,
	input	rstn,
	input	[14-1:0]in1,
	input	[14-1:0]in2,
	output	[14-1:0]out_L,
	output	[14-1:0]out_H
);
wire	[14/2-1:0]	in1_H;
wire	[14/2-1:0]	in1_L;
assign	in1_H = in1[14/2+:14/2];
assign	in1_L = in1[0+:14/2];
wire	[14/2-1:0]	in2_H;
wire	[14/2-1:0]	in2_L;
assign	in2_H = in2[14/2+:14/2];
assign	in2_L = in2[0+:14/2];
wire	[14-1:0]	p0_D;	 
wire	[14-1:0]	p1_D;	 
wire	[14-1:0]	p0_Q;	 
wire	[14-1:0]	p1_Q;	 
assign	p0_D=in1_L*in2_L;
assign	p1_D=in1_H*in2_H;
DFF #(.datawidth(14)) dff_p0(.clk(clk), .rstn(rstn), .D(p0_D), .Q(p0_Q));
DFF #(.datawidth(14)) dff_p1(.clk(clk), .rstn(rstn), .D(p1_D), .Q(p1_Q));
wire	[2*14-1:0]	p01_D;	 
wire	[2*14-1:0]	p01_Q;	 
assign	p01_D=(in1_L+in1_H)*(in2_L+in2_H);
DFF #(.datawidth(2*14)) dff_p01(.clk(clk), .rstn(rstn), .D(p01_D), .Q(p01_Q));
wire	[2*14-1:0]	s1_D;	 
wire	[2*14-1:0]	s2_D;	 
wire	[2*14-1:0]	s1_Q;	 
wire	[2*14-1:0]	s2_Q;	 
wire	[2*14-1:0]	out;
assign	s1_D={p1_Q,p0_Q};
assign	s2_D=(p01_Q+(~p1_Q+1'b1)+(~p0_Q+1'b1))<<(14/2);
DFF #(.datawidth(2*14)) dff_s1(.clk(clk), .rstn(rstn), .D(s1_D), .Q(s1_Q));
DFF #(.datawidth(2*14)) dff_s2(.clk(clk), .rstn(rstn), .D(s2_D), .Q(s2_Q));
assign	out=s1_Q+s2_Q;
assign	out_L=out[0+:14];
assign	out_H=out[14+:14];
endmodule
==> run summary <==
Synthesis and place-and-route results.

- The run finished with clean final reports.
- The share of final-layout standard cells stronger than drive strength 1 is 4.51%.
- TritonCTS built the clock tree.
- The level count of the clock H-tree is 3.
- The number of buffer cells added on primary ports is 115.
- The area of the core is 0.144 mm².
- The logic depth of the worst register-to-register path is 24.
- Per the timing report, the biggest fanout along the worst path comes to 17.
- The total clock sinks is 710.
- The critical path in this run is classified as flip-flop to output pin.
- Looking at the cell usage after synthesis, the top flip-flop cell is dfrtp_1.
- For this run the aggregate overflow at the end of global routing stands at 0.
- The synthesized flop and latch total is 710.
- The final count of negative-setup-slack endpoints is 0.
- Per the gpl log, the routability congestion estimate is 0.933.
- For reference, the clock transition at the flip-flops on the worst setup and hold paths is 0.06 ns.
- The detail route stage leaves a number of antenna-violating nets equal to 0.
- Per the detail_route report, routed wire per instance is 15.4 µm.
- The number of detailed-routing iterations run before antenna repair is 7.
- Setup repair after global routing left no endpoint under its margin.
- In the synthesized netlist the async set-or-reset flop fraction comes to 100%.
- The initial antenna violation count is 6.
- The origin of the worst setup path is dff_mm1out_1.Q[1].
- STA classifies the critical path startpoint as a flip-flop.
- The hold buffer count at CTS is 0.
- The last element of the critical path is out1[1].
- The highest-delay cell along the critical path is clkdlybuf4s50_1.
- The area growth from synthesis to layout is 13.6%.
- STA classifies the critical path endpoint as an output pin.
- The measured slew at the worst slew-check pin is 0.940 ns.
- In the final layout, the multi-input gates occupy 0.0239 mm².
- The number of vias in the routed layout is 27719.
- The final max-slew violation count recorded for this run is 0.
- The highest clock rate this design can be run at is 131 MHz.
- The final timing report derives a shortest allowable period of 7.62 ns.
- The startpoint identified for the worst hold timing path is mm1.dff_T_H3.Q[11].
- The gate-level netlist out of Yosys references 78 unique cell types.
- At the later pin of the worst-skew pair, clock insertion delay measures 0.64 ns.
- In the post-route report, total wirelength is listed as 95100 µm.
- The delay contributed by the slowest stage of the critical path is 0.44 ns.
- Data arrives at the worst endpoint at 5.62 ns.
- The yosys-reported design area after synthesis is 0.0438 mm².
- The cell sitting at the root of the clock tree is a clkbuf_16.
- The tightest hold path in the finished design has a slack of 0.318 ns.
- The synthesis log from Yosys contains 11 warnings.
- The chip occupies 0.147 mm².
- The min-delay analysis places its worst path in the category flip-flop to flip-flop.
- For reference, the post-synthesis area per instance comes to 10.9 µm².
- Per the post-synthesis report, the number of cells in the design is 4032.
- The number of buffers added for setup after CTS is 0.
- The critical path required time is 8.00 ns.
- The final instance area is 0.0497 mm².
- Registers take 0.0178 mm².
- The count of cells resized by post-cts repair is 0.
- Measured against its own limit, the worst slew margin works out to 36.9%.
- In this run the register-to-register setup slack is 3.18 ns.
- Entering global routing, the biggest net connects 137 pins.
- The cell count listed in synth_stat.txt is 4032.
- In this run the critical register-to-register path is captured at mm1.old_km3.dff_p01.Q[15].
- The detailed router finished its first iteration with 1279 violations.
- Summing every instance area after synthesis gives 0.0438 mm².
- Across every metal layer, demand over resource in global routing totals 13.8%.
- The logs give a warning total of 59.
- After synthesis, the largest area contributor takes up 40.6% of total cell area.
- In the layout the commonest cells are 710 x dfrtp_1, 525 x ha_1, 501 x inv_1.
- The global-route wire length before repair is 154000 µm.
- The floorplan report gives the top-level pin count as 116.
- The worst-case clock skew is 0.0375 ns.
- CTS added clock buffers totalling 70.
- The timing report shows the most common cell along the critical path to be o21ai_1.
- The most frequent standard cell in the layout excluding fill and tap cells is dfrtp_1.
- The maximum clock path buffer count is 3.
- The via count of the first global-routing pass came to 28275.
- The count of unresolved DRC violations after routing is 0.
- Per the detail_route report, vias per standard cell equal 4.50.
- The horizontal die dimension is 384 µm.
- Adding up every negative setup slack in the final design gives 0 ns.
- Looking at area per cell type in the netlist, the leader is dfrtp_1.
- Per STA, the worst path is made up of inv_1, ha_1, nand2b_1, a221oi_1, o41a_1, a21o_1, xnor2_1, ha_1, nor4_1, o21ai_1, a31oi_1, o21a_1, o21ai_1, xor2_2, buf_4, mux2_1, o21ai_1, o21ai_1, clkdlybuf4s50_1.
- Summed over all nets, the half-perimeter wirelength after detailed placement is 75900 µm.
- The starting utilization of the core area is 30.4%.
- The final-report hold violation count is 0.
- The post-synth count of flops with an enable pin is 0.
- The max-cap check violation count is 0.
- The standard-cell row count is 139.
- The final clock period utilization by the worst path is 76.2%.
- Per Yosys stat, the portion of area used by sequential elements is 40.6%.
- The filler cells instantiated in the layout total 13921.
- The placement stage leaves a total instance area of 0.0474 mm².
- By area the synthesized netlist is led by dfrtp_1 41%, ha_1 15%, fa_1 12%, xnor2_1 4.8%, inv_1 4.3%.
- Per the timing report, the most critical flop-to-flop path originates at mm1.old_km2.dff_s2.Q[7].
- The floorplan die height is 384 µm.
## area by class of cell
cell class	instances	share of cell area (%)
multi-input combinational	2774	48.1
sequential	710	35.7
tap	1903	4.79
clock buffer	100	4.05
inverter	503	3.80
timing repair buffer	147	2.83
clock inverter	24	0.642
antenna	3	0.0151
## metrics by stage
stage | std cells | util [%] | setup WS, ns
global route | 6161 | 34.5 | 2.00
floorplan | 4032 | - | 3.75
detailed placement | 6037 | 32.9 | 3.09
finish | 6164 | 34.5 | 2.38
CTS | 6161 | 34.5 | 2.38
global placement | 6037 | 32.9 | 3.12
## cell families (layout without fill, tap and decap cells)
| family | Yosys count | count (layout) | share of synthesized area, % |
|---|---|---|---|
| AOI/OAI and AO/OA | 634 | 634 | 9.40 |
| xor gates and xnor gates | 334 | 334 | 6.80 |
| adders and majority gates | 783 | 783 | 26.8 |
| buffers and inverters | 548 | 774 | 4.74 |
| DFF | 710 | 710 | 40.6 |
| muxes | 47 | 47 | 1.16 |
| other | 0 | 3 | 0 |
| and+or+nand+nor | 976 | 976 | 10.5 |
## synthesized netlist by cell type, types with 18 or more instances
library cell and n:
dfrtp_1 710, ha_1 525, inv_1 501, nand2_1 314, fa_1 258, nor2_1 241, xnor2_1 240, a21oi_1 225
and2_1 159, xor2_1 89, a21o_1 67, o21ai_0 67, nor3_1 63, o21bai_1 54, nand3_1 52, nor2b_1 37
clkbuf_1 35, nand2b_1 30, o21a_1 29, a31oi_1 25, o21ai_1 24, and3_1 21, a211oi_1 20, or2_2 19
mux2i_1 18, or3_1 18
## sequential cells by signal, summed over array words and instances, names as in the netlist, 16 cells and up
register               count
mm1.old_km1.dff_p01.Q     16
mm1.old_km1.dff_s1.Q      28
mm1.old_km1.dff_s2.Q      21
mm1.old_km3.dff_p01.Q     16
mm1.old_km3.dff_s1.Q      21
mm1.old_km3.dff_s2.Q      21
## layer usage
layer,track usage [%],share of wire [%],routed length [µm]
met2,21.9,47,44800
met4,3.01,2.5,2420
met3,3.80,6.8,6500
met5,0,0.023,22
met1,19.2,43,41300
## worst min-delay path by stage
| stage | depth (start not counted) | endpoint | slack (ns) |
|---|---|---|---|
| final | 0 | mm1.dff_T_H4.Q[11] | 0.32 |
| after CTS | 0 | mm1.dff_T_H4.Q[11] | 0.32 |
| after global routing | 0 | mm1.dff_p4.Q[13] | 0.32 |
## critical path: cells and delay by family, from the launching register on
family          cells  cell delay (ns)
fa+ha+maj           2             0.51
compound gates      9             1.87
xor+xnor            2             0.43
mux                 1             0.35
simple gates        2             0.57
buf+inv             3             0.85
flops               1             0.42
