<file path="run.sh">
#!/bin/bash
# OpenROAD 26Q1-2900-gdf79404cd8, Yosys 0.63+post, stock flow scripts
make -C /OpenROAD-flow-scripts/flow DESIGN_CONFIG=/design/flow/config.mk WORK_HOME=/design/flow/orfs finish
</file>
<file path="config.mk">
export PLATFORM = sky130hd
export DESIGN_NAME = new_km
export DESIGN_NICKNAME = new_km
export VERILOG_FILES = /design/flow/design.v
export SDC_FILE = /design/flow/constraint.sdc
export NUM_CORES = 4
export LEC_CHECK = 1
export CORE_UTILIZATION = 30
</file>
<file path="constraint.sdc">
current_design new_km

set clk_period 17.0
set clk_io_pct 0.2

create_clock -name clk0 -period $clk_period [get_ports {clk}]

set non_clock_inputs [all_inputs -no_clocks]
set_input_delay [expr $clk_period * $clk_io_pct] -clock clk0 $non_clock_inputs
set_output_delay [expr $clk_period * $clk_io_pct] -clock clk0 [all_outputs]
</file>
<file path="design.v">
module	DFF(
	clk,
	rstn,
	D,
	Q
);
parameter	datawidth=14;
input	wire	clk;
input	wire	rstn;
input	wire[datawidth-1:0]	D;
output	reg[datawidth-1:0]	Q;
always@(posedge clk or negedge rstn)
begin
	if(~rstn)	Q<='d0;
	else	Q<=D;
end
endmodule
module posedge_detection (
   input  clk,
   input  rstn,
   input  in,
   output out
);
reg r_data_in0;
reg r_data_in1;
assign out = ~r_data_in0 & r_data_in1;
always@(posedge clk or negedge rstn)
begin
	if (!rstn)
	begin
		r_data_in0 <= 0;
		r_data_in1 <= 0;
	end
	else
	begin
		r_data_in0 <= r_data_in1;
		r_data_in1 <= in;
	end
end
endmodule
module shift_9 #(parameter data_width = 14)(
    input [data_width-1:0] din,
	input rstn,clk,
	output wire [data_width-1:0] dout
	);
	reg [data_width-1:0] t0,t1,t2,t3,t4,t5,t6;
	reg [data_width-1:0] t7,t8;
	always@(posedge clk or negedge rstn)
	begin
	  if(~rstn) begin
	    t0 <= 0; t1 <= 0; t2 <= 0; t3 <= 0; t4 <= 0;
	    t5 <= 0; t6 <= 0; t7 <= 0; t8 <= 0;end
	  else begin
	    t0 <= din;
	    t1 <= t0; t2 <= t1; t3 <= t2; t4 <= t3;
	    t5 <= t4; t6 <= t5; t7 <= t6; t8 <= t7;
	  end
	end
	assign dout = t8;
endmodule
module new_km(
	input	clk,
	input	rstn,
	input	[14-1:0]in1,
	input	[14-1:0]in2,
	output	[14-1:0]out_L,
	output	[14-1:0]out_H
);
wire	[14/2-1:0]	in1_H;
wire	[14/2-1:0]	in1_L;
assign	in1_H = in1[14/2+:14/2];
assign	in1_L = in1[0+:14/2];
wire	[14/2-1:0]	in2_H;
wire	[14/2-1:0]	in2_L;
assign	in2_H = in2[14/2+:14/2];
assign	in2_L = in2[0+:14/2];
wire	[14-1:0]	km_sub1_out1;
wire	[14-1:0]	km_sub1_out2;
new_km_sub km_sub1(
	.clk(clk),
	.rstn(rstn),
	.in1(in1_H),
	.in2(in1_L),
	.in3(in2_H),
	.in4(in2_L),
	.out1(km_sub1_out1),
	.out2(km_sub1_out2)
);
wire	[2*14-1:0]add_in1;
assign	add_in1 = {clk?km_sub1_out2:km_sub1_out1, clk?km_sub1_out1:km_sub1_out2};
wire	[14-1:0]	km_sub2_out1;
wire	[14-1:0]	km_sub2_out2;
new_km_sub km_sub2(
	.clk(clk),
	.rstn(rstn),
	.in1(in1_H),
	.in2(in1_L),
	.in3(in2_L),
	.in4(in2_H),
	.out1(km_sub2_out1),
	.out2(km_sub2_out2)
);
wire	[2*14-1:0]add_in2;
assign	add_in2 = (km_sub2_out1 * km_sub2_out2)<<(14/2);
assign	{out_H, out_L} = add_in1 + add_in2;
endmodule
module new_km_sub(
	input	clk,
	input	rstn,
	input	[14/2-1:0]	in1,
	input	[14/2-1:0]	in2,
	input	[14/2-1:0]	in3,
	input	[14/2-1:0]	in4,
	output	[14-1:0]	out1,
	output	[14-1:0]	out2
);
wire	[14-1:0]	mul_out;
assign	mul_out = (clk?in1:in2)*(clk?in3:in4);
wire	[14-1:0]	dff1_q;
DFF #(.datawidth(14))	dff1(.clk(clk), .rstn(rstn), .D(mul_out), .Q(dff1_q));
DFF #(.datawidth(14))	dff2(.clk(clk), .rstn(rstn), .D(dff1_q), .Q(out1));
DFF #(.datawidth(14))	dff3(.clk(clk), .rstn(rstn), .D(mul_out), .Q(out2));
endmodule
</file>
==> impl_metrics.toml <==
# implementation run metrics
[floorplanning]
fp_util_pct = 30.6
ios = 58
die_h_um = 196
dieWidth_um = 196
fp-row-count = 70

[logic_synthesis]
synthTopCellsByCount = "inv_1 (222), fa_1 (171), nand2_1 (151), ha_1 (144), and2_1 (95)"
synth.area.top_cells = "fa_1 (30%), ha_1 (16%), dfrtp_1 (12%)"
post-synth-top-area-cell = "fa_1"
async_reset_ff_share_pct = 100
ys_types = 51
ys_cells = 1216
synth_top_flop_cell = "dfrtp_1"
synthesis.area_mm2 = 0.0113
synth_seq_share_pct = 12.4
syn_inst = 1216
most_common_cell = "inv_1"
syn_area_per_cell_um2 = 9.29
edf_count = 0
yosys_register_bits = 56
top_area_share_pct = 30.3
yosys_area_mm2 = 0.0113
synth_warnings = 1

[status]
lastStage = "global routing (5_1_grt)"
firstError = "[ERROR GRT-0116] Global routing finished with congestion. Check the congestion regions in the DRC Viewer."
outcome = "did not finish"

[place]
gp_congestion = 0.859
portBuffers = 57
place_ws_ns = 2.19
dp_hpwl_um = 19700

[grt]
grtUsageTotal_pct = 129
grt_pass1_vias = 26400
grt_overflow = 18500
grt_max_degree = 57
grt_pass1_wl_um = 300000

[clock_network]
cts_hold_buf = 0
through the flow:
step,std cells,TNS (ns),total power [mW],cell area (µm²)
2_1_floorplan,1216,0,15.8,11300
3_5_place_dp,1743,0,21.8,12400
3_3_place_gp,1743,0,21.7,12400
4_1_cts,2255,-0.0168,65.4,22900
kinds of logic after synthesis:
logic type / after synthesis / synth area share, %
flops: 56 / 12.4
buf+inv: 257 / 8.54
fa+ha+maj: 315 / 46.3
mux: 65 / 6.28
simple gates: 352 / 14.5
xor+xnor: 68 / 5.39
compound gates: 103 / 6.61
layer usage:
layer | overflow | global-route usage, %
met1 | 772 | 52.1
met2 | 336 | 31.0
met3 | 9686 | 264
met4 | 7254 | 294
met5 | 437 | 148
timing repair:
action	4_1_cts
resized	93
endpoints found under the setup margin	17
setup buffers	19
pin swaps	23
Power figures rest on the tool's default switching activity, not on a simulated workload.
