[flow/run.sh]
#!/bin/bash
# OpenROAD 26Q1-2900-gdf79404cd8, Yosys 0.63+post, stock flow scripts
make -C /OpenROAD-flow-scripts/flow DESIGN_CONFIG=/design/flow/config.mk WORK_HOME=/design/flow/orfs finish
[flow/config.mk]
export PLATFORM = sky130hd
export DESIGN_NAME = bfu_v1
export DESIGN_NICKNAME = bfu_v1
export VERILOG_FILES = /design/flow/design.v
export SDC_FILE = /design/flow/constraint.sdc
export NUM_CORES = 4
export LEC_CHECK = 1
export CORE_UTILIZATION = 50
[flow/constraint.sdc]
current_design bfu_v1

set clk_period 15.7
set clk_io_pct 0.2

create_clock -name clk0 -period $clk_period [get_ports {clk}]

set non_clock_inputs [all_inputs -no_clocks]
set_input_delay [expr $clk_period * $clk_io_pct] -clock clk0 $non_clock_inputs
set_output_delay [expr $clk_period * $clk_io_pct] -clock clk0 [all_outputs]
[flow/design.v]
module bfu_v1(	
    input	clk,
	input	rstn,
	input	[14-1:0]in1,
	input	[14-1:0]in2,
	input	[14-1:0]gamma,	 
	input	op,
	input	[14-1:0]p,
	input	[14-1:0]_p,
	input	[14-1:0]mu,		 
	output	[14-1:0]out1,
	output	[14-1:0]out2
);
wire    [14-1:0]mux_mm1_in1_D;
wire    [14-1:0]mux_mm1_in1_Q;
wire    [14-1:0]mm1_out_D;
wire    [14-1:0]mm1_out_Q;
wire    [14-1:0]ms1_out;
assign  mux_mm1_in1_D = op?ms1_out:in2;
DFF #(.datawidth(14)) dff_muxmm1in1_1(.clk(clk), .rstn(rstn), .D(mux_mm1_in1_D), .Q(mux_mm1_in1_Q));
wire    [14-1:0]gamma_Q;
DFF #(.datawidth(14)) dff_gamma_1(.clk(clk), .rstn(rstn), .D(gamma), .Q(gamma_Q));
km_mm	mm1(.clk(clk), .rstn(rstn), .in1(mux_mm1_in1_Q), .in2(gamma_Q), .mu(mu), .p(p), ._p(_p), .out(mm1_out_D));
DFF #(.datawidth(14)) dff_mm1out_1(.clk(clk), .rstn(rstn), .D(mm1_out_D), .Q(mm1_out_Q));
wire    [14-1:0]in1_Q;
wire    [14-1:0]in1_QQ;
wire    [14-1:0]in1_QQQ;
wire    [14-1:0]in1_QQQQ;
wire    [14-1:0]in1_QQQQQ;
wire    [14-1:0]in1_QQQQQQ;
wire    [14-1:0]in1_QQQQQQQ;
wire    [14-1:0]in1_QQQQQQQQ;
DFF #(.datawidth(14)) dff_in1_1(.clk(clk), .rstn(rstn), .D(in1),            .Q(in1_Q));
DFF #(.datawidth(14)) dff_in1_2(.clk(clk), .rstn(rstn), .D(in1_Q),          .Q(in1_QQ));
DFF #(.datawidth(14)) dff_in1_3(.clk(clk), .rstn(rstn), .D(in1_QQ),         .Q(in1_QQQ));
DFF #(.datawidth(14)) dff_in1_4(.clk(clk), .rstn(rstn), .D(in1_QQQ),        .Q(in1_QQQQ));
DFF #(.datawidth(14)) dff_in1_5(.clk(clk), .rstn(rstn), .D(in1_QQQQ),       .Q(in1_QQQQQ));
DFF #(.datawidth(14)) dff_in1_6(.clk(clk), .rstn(rstn), .D(in1_QQQQQ),      .Q(in1_QQQQQQ));
DFF #(.datawidth(14)) dff_in1_7(.clk(clk), .rstn(rstn), .D(in1_QQQQQQ),     .Q(in1_QQQQQQQ));
DFF #(.datawidth(14)) dff_in1_8(.clk(clk), .rstn(rstn), .D(in1_QQQQQQQ),    .Q(in1_QQQQQQQQ));
wire    [14-1:0]in2_Q;
wire    [14-1:0]in2_QQ;
wire    [14-1:0]in2_QQQ;
wire    [14-1:0]in2_QQQQ;
wire    [14-1:0]in2_QQQQQ;
wire    [14-1:0]in2_QQQQQQ;
wire    [14-1:0]in2_QQQQQQQ;
wire    [14-1:0]in2_QQQQQQQQ;
DFF #(.datawidth(14)) dff_in2_1(.clk(clk), .rstn(rstn), .D(in2),            .Q(in2_Q));
DFF #(.datawidth(14)) dff_in2_2(.clk(clk), .rstn(rstn), .D(in2_Q),          .Q(in2_QQ));
DFF #(.datawidth(14)) dff_in2_3(.clk(clk), .rstn(rstn), .D(in2_QQ),         .Q(in2_QQQ));
DFF #(.datawidth(14)) dff_in2_4(.clk(clk), .rstn(rstn), .D(in2_QQQ),        .Q(in2_QQQQ));
DFF #(.datawidth(14)) dff_in2_5(.clk(clk), .rstn(rstn), .D(in2_QQQQ),       .Q(in2_QQQQQ));
DFF #(.datawidth(14)) dff_in2_6(.clk(clk), .rstn(rstn), .D(in2_QQQQQ),      .Q(in2_QQQQQQ));
DFF #(.datawidth(14)) dff_in2_7(.clk(clk), .rstn(rstn), .D(in2_QQQQQQ),     .Q(in2_QQQQQQQ));
DFF #(.datawidth(14)) dff_in2_8(.clk(clk), .rstn(rstn), .D(in2_QQQQQQQ),    .Q(in2_QQQQQQQQ));
wire    [14-1:0]mux_ma1_in2;
wire    [14-1:0]ma1_out;
assign  mux_ma1_in2 = op?in2_QQQQQQQQ:mm1_out_Q;
mod_add ma1(.in1(in1_QQQQQQQQ), .in2(mux_ma1_in2), ._p(_p), .out(ma1_out));
wire    [14-1:0]mux_ms1_in1;
wire    [14-1:0]mux_ms1_in2;
assign  mux_ms1_in1 = op?in2:in1_QQQQQQQQ;
assign  mux_ms1_in2 = op?in1:mm1_out_Q;
mod_sub ms1(.in1(mux_ms1_in1), .in2(mux_ms1_in2), .p(p), .out(ms1_out));
assign  out1 = ma1_out;
assign  out2 = op?mm1_out_Q:ms1_out;
endmodule
module	DFF(
	clk,
	rstn,
	D,
	Q
);
parameter	datawidth=14;
input	wire	clk;
input	wire	rstn;
input	wire[datawidth-1:0]	D;
output	reg[datawidth-1:0]	Q;
always@(posedge clk or negedge rstn)
begin
	if(~rstn)	Q<='d0;
	else	Q<=D;
end
endmodule
module posedge_detection (
   input  clk,
   input  rstn,
   input  in,
   output out
);
reg r_data_in0;
reg r_data_in1;
assign out = ~r_data_in0 & r_data_in1;
always@(posedge clk or negedge rstn)
begin
	if (!rstn)
	begin
		r_data_in0 <= 0;
		r_data_in1 <= 0;
	end
	else
	begin
		r_data_in0 <= r_data_in1;
		r_data_in1 <= in;
	end
end
endmodule
module shift_9 #(parameter data_width = 14)(
    input [data_width-1:0] din,
	input rstn,clk,
	output wire [data_width-1:0] dout
	);
	reg [data_width-1:0] t0,t1,t2,t3,t4,t5,t6;
	reg [data_width-1:0] t7,t8;
	always@(posedge clk or negedge rstn)
	begin
	  if(~rstn) begin
	    t0 <= 0; t1 <= 0; t2 <= 0; t3 <= 0; t4 <= 0;
	    t5 <= 0; t6 <= 0; t7 <= 0; t8 <= 0;end
	  else begin
	    t0 <= din;
	    t1 <= t0; t2 <= t1; t3 <= t2; t4 <= t3;
	    t5 <= t4; t6 <= t5; t7 <= t6; t8 <= t7;
	  end
	end
	assign dout = t8;
endmodule
module km_mm(
	input	clk,
	input	rstn,
	input	[14-1:0]in1,
	input	[14-1:0]in2,
	input	[14-1:0]mu,
	input	[14-1:0]p,
	input	[14-1:0]_p,
	output	[14-1:0]out
);
wire	[14-1:0]	mu_Q;
wire	[14-1:0]	mu_QQ;
DFF #(.datawidth(14)) dff_mu1(.clk(clk), .rstn(rstn), .D(mu), .Q(mu_Q));
DFF #(.datawidth(14)) dff_mu2(.clk(clk), .rstn(rstn), .D(mu_Q), .Q(mu_QQ));
wire	[14-1:0]	p_Q;
wire	[14-1:0]	p_QQ;
wire	[14-1:0]	p_QQQ;
wire	[14-1:0]	p_QQQQ;
DFF #(.datawidth(14)) dff_p1(.clk(clk), .rstn(rstn), .D(p), .Q(p_Q));
DFF #(.datawidth(14)) dff_p2(.clk(clk), .rstn(rstn), .D(p_Q), .Q(p_QQ));
DFF #(.datawidth(14)) dff_p3(.clk(clk), .rstn(rstn), .D(p_QQ), .Q(p_QQQ));
DFF #(.datawidth(14)) dff_p4(.clk(clk), .rstn(rstn), .D(p_QQQ), .Q(p_QQQQ));
wire	[14-1:0]	_p_Q;
wire	[14-1:0]	_p_QQ;
wire	[14-1:0]	_p_QQQ;
wire	[14-1:0]	_p_QQQQ;
wire	[14-1:0]	_p_QQQQQ;
wire	[14-1:0]	_p_QQQQQQ;
DFF #(.datawidth(14)) dff__p1(.clk(clk), .rstn(rstn), .D(_p), .Q(_p_Q));
DFF #(.datawidth(14)) dff__p2(.clk(clk), .rstn(rstn), .D(_p_Q), .Q(_p_QQ));
DFF #(.datawidth(14)) dff__p3(.clk(clk), .rstn(rstn), .D(_p_QQ), .Q(_p_QQQ));
DFF #(.datawidth(14)) dff__p4(.clk(clk), .rstn(rstn), .D(_p_QQQ), .Q(_p_QQQQ));
DFF #(.datawidth(14)) dff__p5(.clk(clk), .rstn(rstn), .D(_p_QQQQ), .Q(_p_QQQQQ));
DFF #(.datawidth(14)) dff__p6(.clk(clk), .rstn(rstn), .D(_p_QQQQQ), .Q(_p_QQQQQQ));
wire	[14-1:0]	T_L;
wire	[14-1:0]	T_H_D;
wire	[14-1:0]	T_H_Q;
wire	[14-1:0]	T_H_QQ;
wire	[14-1:0]	T_H_QQQ;
wire	[14-1:0]	T_H_QQQQ;
DFF #(.datawidth(14)) dff_T_H1(.clk(clk), .rstn(rstn), .D(T_H_D), .Q(T_H_Q));
DFF #(.datawidth(14)) dff_T_H2(.clk(clk), .rstn(rstn), .D(T_H_Q), .Q(T_H_QQ));
DFF #(.datawidth(14)) dff_T_H3(.clk(clk), .rstn(rstn), .D(T_H_QQ), .Q(T_H_QQQ));
DFF #(.datawidth(14)) dff_T_H4(.clk(clk), .rstn(rstn), .D(T_H_QQQ), .Q(T_H_QQQQ));
wire	[14-1:0]	c;
wire	[14-1:0]	tmp;
wire	carry_D;
wire	carry_Q;
wire	carry_QQ;
wire	carry_QQQ;
wire	carry_QQQQ;
assign	carry_D=(|T_L);
DFF #(.datawidth(14)) dff_carry1(.clk(clk), .rstn(rstn), .D(carry_D), .Q(carry_Q));
DFF #(.datawidth(14)) dff_carry2(.clk(clk), .rstn(rstn), .D(carry_Q), .Q(carry_QQ));
DFF #(.datawidth(14)) dff_carry3(.clk(clk), .rstn(rstn), .D(carry_QQ), .Q(carry_QQQ));DFF #(.datawidth(14)) dff_carry4(.clk(clk), .rstn(rstn), .D(carry_QQQ), .Q(carry_QQQQ));
old_km old_km1(
	.clk(clk),
	.rstn(rstn),
	.in1(in1),
	.in2(in2),
	.out_L(T_L),
	.out_H(T_H_D)
);
old_km old_km2(
	.clk(clk),
	.rstn(rstn),
	.in1(T_L),
	.in2(mu_QQ),
	.out_L(c),
	.out_H()
);
old_km old_km3(
	.clk(clk),
	.rstn(rstn),
	.in1(c),
	.in2(p_QQQQ),
	.out_L(),
	.out_H(tmp)
);
mod_add ma(
	.in1(T_H_QQQQ+carry_QQQQ),
	.in2(tmp),
	._p(_p_QQQQQQ),
	.out(out)
);
endmodule
module mod_add(
	in1,
	in2,
	_p,
	out
);
input	wire	[14-1:0]	in1;
input	wire	[14-1:0]	in2;
input	wire	[14-1:0]	_p;
output	wire	[14-1:0]	out;
wire	[14:0]	s1;
assign 	s1={1'b0,in1}+{1'b0,in2};
wire	[14:0]	s2;
assign	s2=s1+{1'b0,_p};
assign	out=s2[14]?s2[0+:14]:s1[0+:14];
endmodule
module mod_sub(
	in1,
	in2,
	p,
	out
);
input	wire	[14-1:0]	in1;
input	wire	[14-1:0]	in2;
input	wire	[14-1:0]	p;
output	wire	[14-1:0]	out;
wire	[14:0]	s1;
assign	s1={1'b0,in1}-{1'b0,in2};
wire	[14:0]	s2;
assign	s2={1'b0,p}+s1;
assign	out=s1[14]?s2[0+:14]:s1[0+:14];
endmodule
module old_km(
	input	clk,
	input	rstn,
	input	[14-1:0]in1,
	input	[14-1:0]in2,
	output	[14-1:0]out_L,
	output	[14-1:0]out_H
);
wire	[14/2-1:0]	in1_H;
wire	[14/2-1:0]	in1_L;
assign	in1_H = in1[14/2+:14/2];
assign	in1_L = in1[0+:14/2];
wire	[14/2-1:0]	in2_H;
wire	[14/2-1:0]	in2_L;
assign	in2_H = in2[14/2+:14/2];
assign	in2_L = in2[0+:14/2];
wire	[14-1:0]	p0_D;	 
wire	[14-1:0]	p1_D;	 
wire	[14-1:0]	p0_Q;	 
wire	[14-1:0]	p1_Q;	 
assign	p0_D=in1_L*in2_L;
assign	p1_D=in1_H*in2_H;
DFF #(.datawidth(14)) dff_p0(.clk(clk), .rstn(rstn), .D(p0_D), .Q(p0_Q));
DFF #(.datawidth(14)) dff_p1(.clk(clk), .rstn(rstn), .D(p1_D), .Q(p1_Q));
wire	[2*14-1:0]	p01_D;	 
wire	[2*14-1:0]	p01_Q;	 
assign	p01_D=(in1_L+in1_H)*(in2_L+in2_H);
DFF #(.datawidth(2*14)) dff_p01(.clk(clk), .rstn(rstn), .D(p01_D), .Q(p01_Q));
wire	[2*14-1:0]	s1_D;	 
wire	[2*14-1:0]	s2_D;	 
wire	[2*14-1:0]	s1_Q;	 
wire	[2*14-1:0]	s2_Q;	 
wire	[2*14-1:0]	out;
assign	s1_D={p1_Q,p0_Q};
assign	s2_D=(p01_Q+(~p1_Q+1'b1)+(~p0_Q+1'b1))<<(14/2);
DFF #(.datawidth(2*14)) dff_s1(.clk(clk), .rstn(rstn), .D(s1_D), .Q(s1_Q));
DFF #(.datawidth(2*14)) dff_s2(.clk(clk), .rstn(rstn), .D(s2_D), .Q(s2_Q));
assign	out=s1_Q+s2_Q;
assign	out_L=out[0+:14];
assign	out_H=out[14+:14];
endmodule
==> run summary <==
Clock Tree Root: clkbuf_16
busiest grt layer: met2
met3 usage: 0.0576
cycle use final: 0.786
Max-cap violations: 0
crit path capture type: primary output
Post-CTS Hold Fix Bufs: 0
Yosys reg bits: 722
first-pass GRT wire length: 137000 um
Synth Instances: 3556
top comb family, area: adder cells
# DRC: 0
FP Rows: 104
Ys Warns: 10
Yosys cell types: 72
antenna violations before repair: 8
drt first pass iters: 5
yosys adder share: 0.266
mux frac, synth: 0.0268
Post-CTS Repair Setup Buffers: 0
Core Box Area: 0.0811 mm2
critical path required time: 12.56 ns
vias per inst: 5.10
dpl hpwl: 67000 um
Layout area overhead: 12.5%
leading area contributor after synthesis: dfrtp_1
CTS clk-pin slew, worst paths: 0.07 ns
share of cells above drive strength 1: 0.0636
All-Layer GR Usage: 0.224
PortBufs: 114
Routed Antenna Nets: 0
Latency at later pin: 0.65 ns
simple share: 0.0928
Reg-to-Reg Start: mm1.old_km2.dff_s2.Q[7]
Worst Skew: 0.0395 ns
Synth Seq Share: 0.438
FFs w/ async S/R, synth: 1.00
Max Root-Sink Buffers: 3
Critical Path, Cell by Cell: buf_2 > buf_4 > nand2b_1 > nand2_1 > ha_1 > fa_1 > a21oi_1 > a2bb2oi_1 > nand2b_1 > a21oi_1 > xnor2_1 > ha_1 > or3_1 > o211ai_1 > a21boi_1 > o21a_1 > o41ai_2 > o21ai_1 > xnor2_2 > mux2_2 > clkdlybuf4s50_1
Die Y: 289 um
Max Clk Rate: 81.0 MHz
unrepaired setup endpoints after global routing: no
CTS tree: done
kind of critical path: in -> out
CTS buffer count: 75
setup ws final: 3.36 ns
Post-Synth XOR/XNOR Area: 0.0625
CTS sink cnt: 722
hold crit path type: reg -> reg
slew margin rel.: 0.372
gpl congestion: 0.940
Final Max Slew Viols: 0
via count: 24800
Final Hold Vio Count: 0
Startpoint Class: input port
final WL: 84400 um
Hold WS: 0.338 ns
Commonest flop: dfrtp_1
status: finished clean
Setup TNS: 0 ns
ys cells: 3556
vias in the first global route: 25800
CTS H-tree depth: 3
Die W: 289 um
synthesized area: 0.0413 mm2
grt met2 use: 0.343
GRT Residual Overflow: 0
Max-area cell share: 0.438
largest net degree at the start of global routing: 130
DR iter-0 viols: 1021
total die size: 0.0837 mm2
# setup viols final: 0
EDFF count, synth: 0
CP Launch Point: op
main area contributors: dfrtp_1, ha_1, fa_1
Place WS: 3.44 ns
wire length per cell: 17.3 um
Worst EP arrival: 9.20 ns
post-route minimum period: 12.34 ns
top cells by count, synth: dfrtp_1, ha_1, inv_1, nand2_1, fa_1
CP max stage cell: xnor2_2
Hold Startpoint: mm1.dff__p5.Q[1]
Least-Margin Pin Slew: 0.935 ns
GR met1 Demand/Resource: 0.342
worst-path fanout max: 51
yosys aoi share: 0.0715
count of tool warnings: 31
yosys stat area: 0.0413 mm2
I/O Pins: 115
cell with the most instances after synthesis: dfrtp_1
post-CTS sizing: 0
Critical Path Max Stage Delay: 0.65 ns
starting density of the core: 0.509
syn avg cell area: 11.6 um2
[kinds of logic after synthesis]
family	count (synthesis)
buffers and inverters	465
XOR/XNOR	291
adder cells (fa/ha/maj)	724
AND-OR/OR-AND	454
AND/OR/NAND/NOR	800
flip-flops	722
multiplexers	100
[placed cells by master (no fill, tap or decap), drive strengths merged, types with 8 or more instances in the layout]
master         Yosys  routed
a211oi            13      13
a21o              59      59
a21oi            166     166
a31oi             13      13
and2             153     153
and3              17      17
buf                5      24
clkbuf            13     103
clkdlybuf4s50      0     112
clkinv             0      18
dfrtp            722     722
fa               254     254
ha               470     470
inv              447     453
mux2              84      84
mux2i             16      16
nand2            281     281
nand2b            24      24
nand3             37      37
nor2             154     154
nor2b             37      37
nor3              51      51
o2111ai            8       8
o21a              17      17
o21ai             66      66
o21bai            53      53
o41a               8       8
or2               20      20
or3                8       8
xnor2            210     210
xor2              80      80
[registers in the layout, summed over array words and instances, names as in the netlist, 16 cells and up]
signal                 cells
mm1.old_km1.dff_s2.Q      21
mm1.old_km3.dff_p01.Q     16
mm1.old_km1.dff_p01.Q     16
mm1.old_km3.dff_s2.Q      21
mm1.old_km3.dff_s1.Q      21
mm1.old_km1.dff_s1.Q      28
[stage by stage]
step	utilization	cell area [um2]	cells
2_1_floorplan	-	41300	3556
3_3_place_gp	0.540	43800	4734
3_5_place_dp	0.540	43800	4734
4_1_cts	0.573	46400	4868
5_1_grt	0.573	46400	4868
6_report	0.573	46400	4869
[metal layers]
layer  routed length [um]  vias to the layer above
li1                     -                    12100
met1                37500                    12100
met2                39200                      506
met3                 5330                      147
met4                 2370                        4
met5                   19                        -
[worst paths after layout]
kind                       slack [ns]                         to  depth (start not counted)
min                              0.34           mm1.dff__p6.Q[1]                          0
min reg2reg                      0.34           mm1.dff__p6.Q[1]                          0
min in group asynchronous        2.49   mm1.old_km3.dff_p01.Q[3]                          1
max reg2reg                      8.47  mm1.old_km3.dff_p01.Q[15]                         23
max in group asynchronous       10.60          mm1.dff__p6.Q[12]                          4
max                              3.36                   out1[13]                         21
[worst max-delay path, delay by kind of cell]
family,cells,cell delay [ns]
buffers and inverters,3,1.44
AND-OR/OR-AND,8,1.73
AND/OR/NAND/NOR,4,0.80
multiplexers,1,0.41
XOR/XNOR,2,0.76
adder cells (fa/ha/maj),3,0.90
[cell type report]
type                       instances  area, um2
fill                            6413      34700
clock buffer                     103       2140
timing repair buffer             136       1320
tap                             1060       1330
sequential                       722      18100
multi-input combinational       2369      21400
antenna                            1       2.50
inverter                         447       1680
clock inverter                    31        457
